`./constraint.sdc`:
```
current_design led

set clk_period 5.3
set clk_io_pct 0.2

create_clock -name clk0 -period $clk_period [get_ports {clk}]

set non_clock_inputs [all_inputs -no_clocks]
set_input_delay [expr $clk_period * $clk_io_pct] -clock clk0 $non_clock_inputs
set_output_delay [expr $clk_period * $clk_io_pct] -clock clk0 [all_outputs]
```
`./design.v`:
```
module led(
	input clk,
	input reset,
	output  [9:0]LEDR
);
reg [31:0]count_w,count_r;
reg [9:0]LED_w,LED_r;
assign LEDR = LED_r;
always@(*)begin
	if(count_r == 10000000)begin
		count_w = 0;
		LED_w = LED_r + 1;
	end
	else begin
		LED_w = LED_r;
		count_w = count_r+1;
	end
end
always @(posedge clk or negedge reset) begin
	if(!reset)begin
		count_r <= 0;
		LED_r <= 0;
	end
	else begin
		count_r <= count_w;
		LED_r <= LED_w;
	end
end
endmodule
```
`./config.mk`:
```
export PLATFORM = sky130hd
export DESIGN_NAME = led
export DESIGN_NICKNAME = led
export VERILOG_FILES = /design/flow/design.v
export SDC_FILE = /design/flow/constraint.sdc
export NUM_CORES = 4
export LEC_CHECK = 1
export CORE_UTILIZATION = 30
```
`./run.sh`:
```
#!/bin/bash
# OpenROAD 26Q1-2900-gdf79404cd8, Yosys 0.63+post, stock flow scripts
make -C /OpenROAD-flow-scripts/flow DESIGN_CONFIG=/design/flow/config.mk WORK_HOME=/design/flow/orfs finish
```
==> run notes <==
Implementation status.

- The multi-input combinational cell area is 893 um2.
- The die is between 80 and 90 um wide.
- The first global-routing pass estimated between 5 and 6 mm of wire.
- Setup repair after global routing left no endpoint under its margin.
- Sorting the synthesized cells by area gives the leading types as sky130_fd_sc_hd__dfrtp_1, sky130_fd_sc_hd__xnor2_1, sky130_fd_sc_hd__nand3_1.
- The initial antenna violation count is 0.
- A synthesized cell averages roughly 11 um2.
- Summed over all instances, the cell type with the most area after synthesis is sky130_fd_sc_hd__dfrtp_1.
- The synthesized design contains 0 enable-type register cells.
- Together, buffers and inverters on the worst path number 1.
- Data arrives at the worst endpoint at roughly 1.3 ns.
- The die height is around 83 um.
- According to the timing report, the data required time at the worst endpoint equals around 4.2 ns.
- Warnings raised by the tools during the run amount to 26.
- Summed over all routing layers, the global router reports a total usage of around 10%.
- The instance tally after logic synthesis is around 170.
- Counting the fill cells in the layout gives slightly below 600.
- The post-synthesis instance area is just under 2000 um2.
- In this design, the largest share of critical-path delay is due to buffers and inverters.
- The switching fraction of total power is 20.0%.
- Power comes to 0.577 mW.
- In this run, post-CTS hold repair placed 0 buffers.
- The synthesis area per yosys is around 2000 um2.
- The flow ran to the end, and the final reports show no timing, DRC or antenna violations.
- With fillers left out, the area of the finished cells amounts to 2280 um2.
- The highest clock rate is 0.430 GHz.
- The area taken by sequential standard cells is reported as about 1100 um2.
- Row generation in the floorplan step produced 29 rows.
- The count of maximum capacitance violations is 0.
- The clock network burns between 40 and 50% of the power.
- The transition time at the pin with the least slew margin is 0.531 ns.
- The worst path setup slack after routing is between 2 and 3 ns.
- The largest net degree at the start of global routing is 43.
- The class of the tightest hold or removal check is reg -> reg.
- The vias after detailed routing is 1272.
- Checking max transition, the worst relative margin is 64.6%.
- The hold-critical path depth is 1.
- Pin placement for this block handled 12 I/O pins.
- The final setup TNS is 0 ns.
- Listed in order, past its start point the critical path passes clkdlybuf4s50_1.
- Gates resized during post-CTS repair numbered 0.
- The reported net switching power is 0.115 mW.
- After layout, the setup clock skew is reported as between 0.01 and 0.015 ns.
- The type of the setup path with the least slack is reg -> out.
- The core region is 6350 um2.
- The maximum level of the CTS H-tree is 2.
- The instance count on the critical path is 1.
- The pre-placement core utilization is 30.9%.
- The areal power density over the cells is ~250 nW/um2.
- The worst stage delay on the critical path is approximately 0.50 ns.
- STA classifies the critical path endpoint as a primary output.
- The buffer depth of the longest clock path is 2.
- The CTS tree is yes.
- The final report lists the setup-violating endpoint count as 0.
- Once synthesis finished, the tally of register bits stood at ~42.
- The script parses the final routing iteration and logs DRC violations as 0.
- Dividing the detail-routed via count by the number of cells gives 4.75.
- The launch point of the critical path is LED_r[0]$_DFFE_PN0N_.
- Before antenna repair, the detailed router went through 4 iterations.
- The static leakage is slightly above 1 nW.
- The startpoint identified for the worst hold timing path is LED_r[9]$_DFFE_PN0N_.
- Clock tree synthesis found a total of roughly 42 sinks.
- The worst path needs about 2.3 ns of the cycle, external delays included.
- TritonRoute output was used to compute an average wire per cell of roughly 12 um.
- The number of global-route vias before repair is between 1000 and 1500.
- The share of the cycle needed by the critical path after routing is 43.8%.
- Once detail routing completed, the nets flagged for antenna violations numbered 0.
- The violation count after the first detailed-routing iteration is between 50 and 60.
- The clock reaches the later pin of the worst-skew pair after 0.30 ns.
- The number of pins with negative max-slew slack in the final report is 0.
- On the worst setup and hold paths after CTS, the clock-pin slew comes to 0.09 ns.
- After detailed placement, the total cell area comes to approximately 2200 um2.
- The critical path launch point type is a flip-flop.
- The count of buffers inserted at the top-level ports is 11.
- The number of cells on the worst reg-to-reg path is 5.
- The chip area is 6880 um2.
- The weighted congestion reported at the end of routability-driven placement is slightly above 0.8.
- The global route total overflow is 0.
- For the worst reg-to-reg path, the startpoint reported by OpenROAD is count_r[2]$_DFF_PN0_.
- The power share of the sequential group is about 56%.
- Per the STA report, the cell with the highest stage delay on the worst path is sky130_fd_sc_hd__clkdlybuf4s50_1.
- The post-detailed-routing wire length is between 3 and 4 mm.
- The buffer type at the clock tree root is sky130_fd_sc_hd__clkbuf_8.
- The share of power burned in combinational logic is about 1.2%.
- The count of cell types in the netlist is 28.
- The number of diodes added for antenna fixing is 0.
- The area growth from synthesis to layout is 16.0%.
- The total cells reported by yosys after synthesis is about 170.
- The leading register cell type out of synthesis is sky130_fd_sc_hd__dfrtp_1.
- The TritonCTS buffer count is 5.
- The ratio of cells with drive above 1 in the final layout is about a tenth.
- Per the synth stats, the proportion of register bits with asynchronous set or reset is 100%.
- Detailed placement finished with a half-perimeter wire length of 2.24 mm.
- Sequential elements use between 50% and 60% of the synthesized area.
- The warning tally printed by Yosys for this design is 1.
- The share of the synthesized area in the top cell type is a little over half.
- The maximum VDD drop is about 0.16 mV.
- The peak fanout along the critical path is 7.
- STA on the placed design reports a worst setup slack of roughly 3.2 ns.
- The final hold violation count recorded for this run is 0.
- The number of buffers inserted by post-CTS setup repair is 0.
- The internal portion of the total power is 0.461 mW.
logic make-up (layout without fill, tap and decap cells):
logic type	count (synthesis)	in the layout	share of synthesized area [%]
multiplexers	2	2	1.34
flip-flops	42	42	53.5
adder cells (fa/ha/maj)	3	3	1.91
XOR/XNOR	38	38	16.9
AND/OR/NAND/NOR	83	83	25.3
buffers and inverters	4	23	1.02
worst paths after layout:
path | end | slack (ns)
max | LEDR[0] | 2.98
min | LED_r[9]$_DFFE_PN0N_ | 0.48
max reg2reg | LED_r[1]$_DFFE_PN0N_ | 3.14
min reg2reg | LED_r[9]$_DFFE_PN0N_ | 0.48
max in group asynchronous | count_r[11]$_DFF_PN0_ | 4.10
min in group asynchronous | count_r[21]$_DFF_PN0_ | 0.82
cells in the mapped netlist (2+ instances only):
library cell	n
sky130_fd_sc_hd__ha_1	3
sky130_fd_sc_hd__nor4b_1	4
sky130_fd_sc_hd__dfrtp_1	42
sky130_fd_sc_hd__and3_1	13
sky130_fd_sc_hd__inv_1	2
sky130_fd_sc_hd__nand4_1	10
sky130_fd_sc_hd__nor2b_1	2
sky130_fd_sc_hd__xor2_1	7
sky130_fd_sc_hd__nand3_1	17
sky130_fd_sc_hd__xnor2_1	31
sky130_fd_sc_hd__nor2_1	14
sky130_fd_sc_hd__nor3_1	2
sky130_fd_sc_hd__nand2_1	10
routing by layer:
metal / vias to the layer above / GRT usage (%) / routed length [um]
li1: 633 / - / -
met4: 0 / 1.25 / 32
met2: 15 / 14.2 / 1360
met1: 620 / 16.5 / 1780
met3: 4 / 2.62 / 108
met5: - / 0 / 0
sequential cells by signal (all words and copies together), names as in the netlist:
| name | flops |
|---|---|
| LED_r | 10 |
| count_r | 32 |
layout by cell type (no fill, tap or decap), types with 5 or more instances in the layout:
cell type / netlist / final
sky130_fd_sc_hd__and3_1: 13 / 13
sky130_fd_sc_hd__xnor2_1: 31 / 31
sky130_fd_sc_hd__clkdlybuf4s50_1: 0 / 10
sky130_fd_sc_hd__nand4_1: 10 / 10
sky130_fd_sc_hd__clkbuf_8: 0 / 5
sky130_fd_sc_hd__xor2_1: 7 / 7
sky130_fd_sc_hd__nand3_1: 17 / 17
sky130_fd_sc_hd__nor2_1: 14 / 14
sky130_fd_sc_hd__nand2_1: 10 / 10
sky130_fd_sc_hd__dfrtp_1: 42 / 42
final cells by class:
class	count	share of cell area [%]
tap	77	4.23
timing repair buffer	13	5.27
inverter	2	0.329
clock buffer	6	3.19
multi-input combinational	126	39.2
sequential	42	46.1
clock inverter	2	1.65
metrics by stage:
| step | hold slack [ns] | util (%) | instances |
|---|---|---|---|
| final | 0.478 | 35.9 | 268 |
| after detailed placement | 0.468 | 34.1 | 260 |
| after global placement | 0.466 | 34.1 | 260 |
| after floorplan | 0.424 | - | 172 |
| after CTS | 0.480 | 35.9 | 268 |
| after global routing | 0.494 | 35.9 | 268 |
power by group through the flow:
stage,Clock (mW),Combinational [mW],Sequential [mW]
4_1_cts,0.259,0.00729,0.320
6_report,0.250,0.00680,0.320
5_1_grt,0.268,0.00815,0.320
Power and IR drop assume default switching activity.

<file path="design/flow/config.mk">
export PLATFORM = sky130hd
export DESIGN_NAME = Binary_to_Decimal
export DESIGN_NICKNAME = Binary_to_Decimal
export VERILOG_FILES = /design/flow/design.v
export SDC_FILE = /design/flow/constraint.sdc
export NUM_CORES = 4
export LEC_CHECK = 1
export CORE_AREA = 10 10 70 70
export DIE_AREA = 0 0 80 80
</file>
<file path="design/flow/constraint.sdc">
current_design Binary_to_Decimal

set clk_period 5.3
set clk_io_pct 0.2

create_clock -name clk0 -period $clk_period

set non_clock_inputs [all_inputs -no_clocks]
set_input_delay [expr $clk_period * $clk_io_pct] -clock clk0 $non_clock_inputs
set_output_delay [expr $clk_period * $clk_io_pct] -clock clk0 [all_outputs]
</file>
<file path="design/flow/design.v">
module Binary_to_Decimal (
    input [7:0] eight_bit_value,
    output reg [3:0] ones,
    output reg [3:0] tens,
    output reg [3:0] hundreds
);
    integer  i;
    always @(*) begin
		  hundreds = 4'b0;
		  tens = 4'b0;
		  ones = 4'b0;
        for(i = 7;i >=0;i = i - 1)begin
            if(hundreds >= 5)begin
                hundreds = hundreds + 3;
            end
            if(tens >= 5)begin
                tens = tens + 3;
            end
            if(ones >= 5)begin
                ones = ones +3;
            end
			  hundreds = hundreds << 1;
			  hundreds[0] = tens[3];
			  tens = tens << 1;
			  tens[0] = ones[3];
			  ones = ones << 1;
			  ones[0] = eight_bit_value[i]; 
		  end
    end
endmodule
</file>
<file path="design/flow/run.sh">
#!/bin/bash
# OpenROAD 26Q1-2900-gdf79404cd8, Yosys 0.63+post, stock flow scripts
make -C /OpenROAD-flow-scripts/flow DESIGN_CONFIG=/design/flow/config.mk WORK_HOME=/design/flow/orfs finish
</file>
==> results.ini <==
[worst_setup_path]
cp.required_ps = 4240
worstPathArrival_ps = 4900
crit_path_end_kind = output port
cp_slowest_cell = or4_4
critPathMaxStageDelay_ps = 430
critPathKind = input port to output port
path_cells = buf_6 -> clkinvlp_4 -> ha_4 -> inv_2 -> ha_4 -> a21oi_4 -> xnor2_2 -> ha_2 -> and2b_2 -> or4_4 -> o2111ai_4 -> ha_4 -> or2b_4 -> buf_4 -> o32a_4 -> a21oi_2 -> buf_4 -> o32ai_4 -> xnor2_2 -> buf_4 -> a21boi_2 -> o21ai_1 -> buf_2
path_depth = 23
startpoint_type = input port
cp_top_family = AND-OR/OR-AND gates
worst-path-buf-inv = 7
cp_max_fo = 4

[synthesis]
synth_cells = 135
top_cells_by_area = ha_1 12%, nor2_1 5.5%, a21oi_1 5.3%, mux2i_1 4.2%, inv_1 3.5%
syn_area_per_cell_um2 = 7.05
postSynthSeqShare = 0
ys_types = 60
logic_family = AND-OR/OR-AND gates
adder_share = 0.118
top_cells_by_count = 14 x nor2_1, 10 x a21oi_1, 9 x ha_1, 9 x inv_1
compound_area_frac = 0.384
simple_gate_share = 0.309
ys_area_um2 = 952
syn-cell-area_um2 = 952
mux_share = 0.0565
yosysTopAreaCell = ha_1
top_cell = nor2_1
xor_area_frac = 0.0447
yosysTopAreaCellShare = 0.118
ys_cells = 135
ys_warn_count = 1

[placement]
pre_cts_slack_ps = -1410
place_inst = 230
numPortBuffers = 16
dp_hpwl_um = 2170
place.gp.congestion = 0.923

[die]
rows = 21
chip_area_um2 = 6400
coreArea_um2 = 3420
fp_util = 0.279
die_w_um = 80
ioPinCount = 20
die_h_um = 80

[timing]
relSlewSlack = 0.617
setup_viol = 9
fmax_mhz = 168
setup_slack_ps = -658
finalHoldViolations = 0
worst_pin_slew_ps = 569
drv_slew = 0
rsz0062_at_grt = true
period_used_share = 1.12
fin_crit_ps = 5960

[min_path]
hold_end = ones[0]
hp-class = input port to output port
hold_depth = 0
min_from = eight_bit_value[0]

[route]
wire_per_inst_um = 13.5
postRouteAntennaNets = 0
vias_per_cell = 5.23
wirelength_um = 3430
drc = 0
drt_iter0_drc = 57
firstDrtPassIters = 4
diodes = 0
vias = 1328

[pwr]
vdd_ir_drop_max_mv = 0.105
p_leak_nw = 0.839
power_density_nw_per_um2 = 252

[layout]
fillers = 278
instances_no_fill = 254
seq_cell_count = 0
area_growth_pct = 98.7
finish.utilization = 0.554
logic_area_um2 = 1170
drive_above_1_share = 0.625
seqCellArea_um2 = 0
nClkBuffers = 0

[grt]
grt_antenna_before_repair = 0
grt_pass1_vias = 1222
grt_use_total = 0.0973
grt_max_degree = 13
grt_first_pass_wirelength_um = 5500
overflow = 0

[flow_run]
warnings = 38
drv_cap = 0

[clock_network]
hold_buffers = 0

[outcome]
violations = negative setup slack
status = finished with violations

[placed cells by master (no fill, tap or decap), types with 2 or more instances in the layout]
cell	synthesis	layout
a21oi_4	0	4
mux2i_1	4	4
nor2_4	0	2
nand2_1	6	4
nor3_1	2	2
a21o_1	4	4
nand3_1	3	2
nor3_2	2	2
o21ai_1	5	6
a21oi_2	1	3
or3_1	2	2
conb_1	1	2
nand3_2	1	2
xnor2_1	3	2
a211oi_2	0	2
buf_6	1	12
or2_4	0	2
xnor2_2	1	2
ha_4	0	4
nand4_1	3	3
buf_2	1	9
buf_4	3	53
nor2_2	0	4
inv_1	9	6
a22oi_1	2	2
ha_2	0	4
o21ai_0	6	4
and3_1	2	2
nor2_1	14	8
clkdlybuf4s50_1	0	4
nand2_2	1	3
a21oi_1	10	4
[per-stage QoR]
step	hold WS (ps)	total power (W)	area, µm²	setup TNS, ps
floorplan	2190	0.000190	1010	-2250
global placement	2120	0.000332	1480	-11150
detailed placement	2120	0.000338	1480	-11810
CTS	2120	0.000428	1780	-4310
global route	2120	0.000517	1890	-6460
finish	2120	0.000476	1890	-4940
[worst max path at each step]
stage / slack (ps) / startpoint / to
after CTS: -590 / eight_bit_value[5] / tens[1]
after global routing: -850 / eight_bit_value[5] / ones[1]
final: -660 / eight_bit_value[5] / tens[2]
[layout make-up]
type | count | share of cell area
multi-input cells | 120 | 0.617
well taps | 46 | 0.0304
inverters | 9 | 0.0212
repair buffers | 79 | 0.331
[what timing repair did]
| action | CTS | global route |
|---|---|---|
| setup buffers | 18 | 6 |
| pin swaps | 35 | 13 |
| resized | 85 | 14 |
| setup endpoints to repair | 9 | 9 |
| endpoints found under the hold margin | 0 | 0 |
[power by group]
part | switching (W) | leakage, nW | total (W) | internal [W]
clock network | 0 | 0 | 0 | 0
registers | 0 | 0 | 0 | 0
logic | 0.000212 | 0.839 | 0.000476 | 0.000264
total | 0.000212 | 0.839 | 0.000476 | 0.000264
[kinds of logic (layout without fill, tap and decap cells)]
group                      Yosys count  after routing
buffers and inverters               16             88
other                                1              2
AOI/OAI and AO/OA                   50             50
xor gates and xnor gates             4              4
adders and majority gates            9              9
and+or+nand+nor                     50             50
muxes                                5              5
[per-layer routing]
metal | GRT usage | routed length (µm) | vias to the layer above
met5 | 0 | 0 | -
met4 | 0 | 0 | 0
met3 | 0.00341 | 139 | 0
met2 | 0.152 | 1480 | 29
met1 | 0.151 | 1810 | 633
li1 | - | - | 666
Power figures rest on the tool's default switching activity, not on a simulated workload.

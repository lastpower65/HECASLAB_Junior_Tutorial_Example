`design/flow/run.sh`:
```
#!/bin/bash
# OpenROAD 26Q1-2900-gdf79404cd8, Yosys 0.63+post, stock flow scripts
make -C /OpenROAD-flow-scripts/flow DESIGN_CONFIG=/design/flow/config.mk WORK_HOME=/design/flow/orfs finish
```
`design/flow/config.mk`:
```
export PLATFORM = sky130hd
export DESIGN_NAME = Top
export DESIGN_NICKNAME = Top
export VERILOG_FILES = /design/flow/design.v
export SDC_FILE = /design/flow/constraint.sdc
export NUM_CORES = 4
export LEC_CHECK = 1
export CORE_UTILIZATION = 50
```
`design/flow/constraint.sdc`:
```
current_design Top

set clk_period 5.1
set clk_io_pct 0.2

create_clock -name clk0 -period $clk_period [get_ports {i_clk}]

set non_clock_inputs [all_inputs -no_clocks]
set_input_delay [expr $clk_period * $clk_io_pct] -clock clk0 $non_clock_inputs
set_output_delay [expr $clk_period * $clk_io_pct] -clock clk0 [all_outputs]
```
`design/flow/design.v`:
```
module LFSR (
    input i_clk,
    input i_lfsr_enable,
    input [NUM_BITS - 1 : 0] i_seed,
    output [NUM_BITS - 1 : 0]o_lfsr_data
);
parameter NUM_BITS = 25;
parameter IDLE = 0;
reg [NUM_BITS:0]o_lfsr_data_w,o_lfsr_data_r;
wire r_XNOR;
assign o_lfsr_data = o_lfsr_data_r;
assign r_XNOR = o_lfsr_data_r[25]^~o_lfsr_data_r[22];
always @(*) begin
    o_lfsr_data_w = {o_lfsr_data_r[NUM_BITS-2:0], r_XNOR};
end
always @(posedge i_clk)begin
    if (i_lfsr_enable == 1'b1)
    begin
        o_lfsr_data_r <= i_seed;
    end
    else begin
        o_lfsr_data_r <= o_lfsr_data_w;
    end
end
endmodule
module Top (
	input        i_clk,
	input        i_rst_n,
	input        i_start,
	output [7:0] o_random_out,
	output [2:0] state
);
parameter IDLE = 0;
parameter COUNT_NEGATIVE_TIME = 1;
parameter LFSR_ACTIVATE = 2;
parameter FIRST_SPEED = 3;
parameter SECOND_SPEED = 4;
parameter THIRD_SPEED = 5;
parameter STOP = 6;
parameter NUM_BITS = 25;
LFSR L1(
    .i_clk(i_clk),
    .i_lfsr_enable(lfsr_enable),
    .i_seed(negative_time_r),
    .o_lfsr_data(lfsr_data)
);
reg [2:0]state_w,state_r;
reg [7:0]random_out_w,random_out_r;
reg [25:0]speed_counter_w,speed_counter_r;
reg [2:0] output_number_w,output_number_r;
reg [25:0] negative_time_w,negative_time_r;
reg lfsr_enable_w,lfsr_enable_r;
wire lfsr_enable;
wire [NUM_BITS - 1 : 0]lfsr_data;
assign state = state_r;
assign o_random_out = random_out_r;
assign lfsr_enable = lfsr_enable_r;
always @(*) begin
    state_w = state_r;
    random_out_w  = random_out_r;
    speed_counter_w = speed_counter_r;
    output_number_w = output_number_r;
    negative_time_w = negative_time_r;
    lfsr_enable_w = lfsr_enable_r ;
    case (state_r)
        IDLE:begin
            if(!i_start)begin
                state_w = COUNT_NEGATIVE_TIME;
                negative_time_w = 0;
            end
            else begin
                state_w = state_r;
                random_out_w  = 5;
                speed_counter_w = 0;
                output_number_w = 0;
            end
        end 
        COUNT_NEGATIVE_TIME:begin
            if(!i_start)begin
                negative_time_w = negative_time_r + 1;
                state_w = state_r;
            end
            else begin
                lfsr_enable_w = 1;
                state_w = LFSR_ACTIVATE;
                negative_time_w = negative_time_r;
            end
        end
        LFSR_ACTIVATE:begin
            lfsr_enable_w = 0;
            state_w = FIRST_SPEED;
        end
        FIRST_SPEED:begin
            if(output_number_r == 5)begin
                state_w = SECOND_SPEED;
                speed_counter_w = 0;
                output_number_w = 0;
                random_out_w = 5;
            end
            else begin
                if(speed_counter_r == 20000000)begin
                    speed_counter_w = 0;
                    output_number_w = output_number_r + 1;
                    random_out_w = lfsr_data[7:0];
                end
                else begin
                    speed_counter_w = speed_counter_r + 1;
                    output_number_w = output_number_r ;
                end
            end
        end
        SECOND_SPEED:begin
            if(output_number_r == 5)begin
                state_w = THIRD_SPEED;
                speed_counter_w = 0;
                output_number_w = 0;
                random_out_w = 5;
            end
            else begin
                if(speed_counter_r == 10000000)begin
                    speed_counter_w = 0;
                    output_number_w = output_number_r + 1;
                    random_out_w = lfsr_data[7:0];
                end
                else begin
                    speed_counter_w = speed_counter_r + 1;
                    output_number_w = output_number_r ;
                end
            end
        end
        THIRD_SPEED:begin
            if(output_number_r == 5)begin
                state_w = STOP;
                speed_counter_w = 0;
                output_number_w = 0;
                random_out_w = 5;
            end
            else begin
                if(speed_counter_r == 5000000)begin
                    speed_counter_w = 0;
                    output_number_w = output_number_r + 1;
                    random_out_w = lfsr_data[7:0];
                end
                else begin
                    speed_counter_w = speed_counter_r + 1;
                    output_number_w = output_number_r;
                end
            end
        end
        STOP:begin
            output_number_w = output_number_r;
			random_out_w = random_out_r;
        end
        default:begin
            state_w = IDLE;
        end 
    endcase
end
always @(posedge i_clk or negedge i_rst_n) begin
    if(!i_rst_n)begin
        state_r <= IDLE;
        random_out_r <= 0;
        speed_counter_r <= 0;
        output_number_r <= 0;
        negative_time_r <= 0;
        lfsr_enable_r <= 0;
    end
    else begin
        state_r <= state_w;
        random_out_r <= random_out_w;
        speed_counter_r <= speed_counter_w;
        output_number_r <= output_number_w;
        negative_time_r <= negative_time_w;
        lfsr_enable_r <= lfsr_enable_w;
    end
end
endmodule
```
==> metrics.csv <==
metric,value,unit
dpl.hpwl,6339,µm
core_util_floorplan,52.42,%
clockRootBuffer,clkbuf_8,
top_cells_by_area,"dfrtp_1 37%, dfxtp_1 11%, mux2_2 5.7%",
async_flop_share,73.56,%
die-area,9121,µm²
syn_inst,459,
cts_hold_buf,0,
ys_top_logic_family,simple AND/OR/NAND/NOR gates,
crit_slowest_cell,or3_1,
setup_violations,0,
reg2reg_slack,2.50,ns
period_used_share,57.85,%
simple_gate_share,23.93,%
wl_per_cell,16.05,µm
min_delay_path_depth,1,
post-cts-setup-buffer-count,0,
vias,3345,
drtIter0Drc,190,
clk_pin_slew,0.10,ns
first_pass_iters,4,
wirelength,9230,µm
grtUsageMet2,36.67,%
hold_violations,0,
cpMostUsedCell,or3_1,
grt-ovfl-total,0,
ys_cells,459,
tightestPinTransition,0.7843,ns
grt_use_total,23.41,%
crit_chain,clkdlybuf4s50_1 -> or3_1 -> or3_1 -> nor4_1 -> xnor2_1 -> nor2_1,
crit_type,primary input to flop,
clk_latency,0.36,ns
grtUsageMet1,36.89,%
gp_congestion,0.9133,
warnings,26,
max_freq,0.3389,GHz
post-route-cell-area,4821,µm²
arrival,3.17,ns
synth.avg_cell_area,9.524,µm²
xor_share,5.009,%
io_buffers,13,
mux_share,8.872,%
powerDensity,313.2,nW/µm²
path_max_fanout,12,
r2r_cells,7,
leakage,1.909,nW
h-tree-depth,3,
clkSinkCount,87,
ios,14,
fillers,737,
fin_setup_tns,0,ns
post-route-min-period,2.950,ns
ys_types,52,
synthAoiAreaFrac,9.845,%
die_h,95.51,µm
cts_buffers,9,
yosys_warnings,3,
synth_area,4372,µm²
yosys.area.top_type,dfrtp_1,
via_per_inst,5.817,
top_cells_by_count,"64 x dfrtp_1, 41 x nand2_1, 36 x nor2_1",
ys_seq_share,47.17,%
ir_drop,0.0001990,V
most_common_cell,dfrtp_1,
drc,0,
grt_most_used_layer,met1,
ys.flop_type,dfrtp_1,
hold_class,flop to flop,
synth_top_area_share,36.63,%
status,completed,
rsz0062_at_grt,no,
cp-start-kind,primary input,
ys_chip_area,4372,µm²
core,8341,µm²
antenna_found_initial,0,
maxCapViolCount,0,
edf_count,0,
postPlaceCellArea,4582,µm²
insertedDiodeCount,0,
areaGrowthSynthToFinish,10.27,%
fin_skew,0.01300,ns
relSlewSlack,47.16,%
maxSlewViolCount,0,
ant_nets,0,
ctsLongestPathBuffers,2,
num_rows,33,
critPathCaptureType,flop,
numSynthFlops,87,
adder_share,0.8586,%
cts_tree,done,
grt_max_degree,34,
ctsResizeCount,0,
power,1.510,mW
drive_above_1_share,11.28,%
use_met3,2.676,%
worstPathRequired,5.32,ns
grt_first_pass_wirelength,16090,µm
die_w,95.51,µm
critPathMaxStageDelay,0.56,ns
grt_pass1_vias,3206,
kinds of logic (layout without fill, tap and decap cells):
family / Yosys count / count (layout)
xor gates and xnor gates: 25 / 25
AOI/OAI and AO/OA: 67 / 67
and+or+nand+nor: 195 / 195
muxes: 36 / 36
buffers and inverters: 46 / 57
adders and majority gates: 3 / 3
DFF: 87 / 87
stage by stage:
stage               setup WS, ns  hold WS, ns  utilization [%]  instances
global route               2.027       0.4334            57.80        575
CTS                        2.168       0.4119            57.80        575
floorplan                  2.589       0.3882                -        459
global placement           1.815       0.3964            54.94        559
detailed placement         1.802       0.3976            54.94        559
finish                     2.150       0.4072            57.80        575
critical path, delay by kind of cell:
family | cells | cell delay, ns
XOR/XNOR | 1 | 0.16
AND/OR/NAND/NOR | 4 | 1.49
buffers and inverters | 1 | 0.50
power by group:
part	leakage (nW)	internal, mW	total, mW	switching [mW]
clock	0.122	0.312	0.565	0.253
combinational	0.840	0.0585	0.123	0.0644
sequential	0.947	0.735	0.822	0.0873
total	1.91	1.10	1.51	0.405
state kept, by name, indices dropped and copies added (netlist names):
name,flops
random_out_r,8
output_number_r,3
L1.o_lfsr_data_r,23
state_r,3
lfsr_enable_r,1
negative_time_r,23
speed_counter_r,26
path summary, 6_finish.rpt:
| check | endpoint | startpoint |
|---|---|---|
| max | negative_time_r[20]$_DFFE_PN0P_ | i_start |
| min | L1.o_lfsr_data_r[0]$_DFF_P_ | L1.o_lfsr_data_r[22]$_DFF_P_ |
| max reg2reg | random_out_r[5]$_DFFE_PN0P_ | speed_counter_r[18]$_DFFE_PN0P_ |
| min reg2reg | L1.o_lfsr_data_r[0]$_DFF_P_ | L1.o_lfsr_data_r[22]$_DFF_P_ |
| max in group asynchronous | speed_counter_r[13]$_DFFE_PN0P_ | i_rst_n |
| min in group asynchronous | lfsr_enable_r$_DFFE_PN0P_ | i_rst_n |
layout make-up:
| cell class | count | area [µm²] | share of cell area, % |
|---|---|---|---|
| clock buffer | 11 | 152.6 | 3.166 |
| clock inverter | 5 | 86.33 | 1.791 |
| inverter | 18 | 67.56 | 1.402 |
| multi-input combinational | 326 | 2121 | 43.99 |
| sequential | 87 | 2062 | 42.77 |
| tap | 105 | 131.4 | 2.725 |
| timing repair buffer | 23 | 200.2 | 4.153 |
per-layer routing:
layer / vias to the layer above / wire, µm
met4: 0 / 193
met2: 50 / 4446
met5: - / 0
li1: 1679 / -
met1: 1604 / 4345
met3: 12 / 244
placed cells by master (no fill, tap or decap), drive strengths merged, types with 7 or more instances in the layout:
| master | count |
|---|---|
| or4 | 9 |
| dfrtp | 64 |
| mux2i | 14 |
| nand2 | 41 |
| a21oi | 10 |
| o21ai | 23 |
| clkbuf | 11 |
| xor2 | 9 |
| nand3 | 18 |
| clkdlybuf4s50 | 12 |
| nor4 | 18 |
| xnor2 | 16 |
| nor3 | 15 |
| dfxtp | 23 |
| nor2 | 36 |
| or3 | 14 |
| nand4 | 16 |
| buf | 11 |
| o31ai | 7 |
| inv | 21 |
| mux2 | 22 |
Power and IR drop assume default switching activity.
